### /design/flow/design.v
`timescale 1ns/1ns
module ALU(in1, in2, carry, command, out, status);
  input[31:0] in1, in2;
  input carry;
  input[3:0] command;
  output[31:0] out;
  output[3:0] status;
  wire Z, N, C, V, tc;
  assign status = {N, Z, C, V};
  assign out = (command == 4'b0001) ? in2 : 32'bz;
  assign out = (command == 4'b1001) ? ~in2 : 32'bz;
  assign {tc, out} = (command == 4'b0010) ? in1+in2 : 33'bz;
  assign {tc, out} = (command == 4'b0011) ? in1+in2+carry : 33'bz;
  assign {tc, out} = (command == 4'b0100) ? in1-in2 : 33'bz;
  assign {tc, out} = (command == 4'b0101) ? in1-in2-!carry : 33'bz;
  assign out = (command == 4'b0110) ? in1&in2 : 32'bz;
  assign out = (command == 4'b0111) ? in1|in2 : 32'bz;
  assign out = (command == 4'b1000) ? in1^in2 : 32'bz;
  assign out = (command == 4'b0100) ? in1-in2 : 32'bz;
  assign out = (command == 4'b0110) ? in1&in2 : 32'bz;
  assign out = (command == 4'b0010) ? in1+in2 : 32'bz;  
  assign Z = (out == 32'b0) ? 1 : 0;
  assign N = out[31];
  assign V = ((command==4'b0010 || command==4'b0011) && (in1[31] == in2[31] && in1[31] != out[31])) ||
        ((command==4'b0100 || command==4'b0101) && (in1[31]!=in2[31] && in2[31]==out[31]));
  assign C = ((command==4'b0010 || command==4'b0011) || (command==4'b0100 || command==4'b0101)) ? tc : 0;
endmodule
`timescale 1ns/1ns
module EXEStage(rst, clk, S_UpdateSig, carry, EXE_CMD, MEM_R_EN, MEM_W_EN, PC, Val_Rn, Val_Rm, imm, Shift_operand,
 Signed_imm_24, MEM_WB_Value, WB_WB_Value, sel1, sel2, MUX_OUT_2, ALU_result, Br_addr, status);
  input rst, clk, carry;
  input[3:0] EXE_CMD;
  input MEM_R_EN, MEM_W_EN;
  input[31:0] PC;
  input[31:0] Val_Rn, Val_Rm;
  input imm, S_UpdateSig;
  input[11:0] Shift_operand;
  input[23:0] Signed_imm_24;
  input[31:0] MEM_WB_Value, WB_WB_Value;
  input[1:0] sel1, sel2;
  output[31:0] ALU_result, Br_addr;
  output[3:0] status;
  output[31:0] MUX_OUT_2;
  wire LoS;
  wire[31:0] val2, Extended_Signed_imm_24;
  wire[3:0] ALU_status;
  wire[31:0] MUX_OUT_1;
  assign LoS = MEM_R_EN || MEM_W_EN;
  MUX3to1#(32) MUX_src1(Val_Rn, MEM_WB_Value, WB_WB_Value, sel1, MUX_OUT_1);
  MUX3to1#(32) MUX_src2(Val_Rm, MEM_WB_Value, WB_WB_Value, sel2, MUX_OUT_2);
  Value2Generator value2Generator(LoS, MUX_OUT_2, imm, Shift_operand, val2);
  ALU aLU(MUX_OUT_1, val2, carry, EXE_CMD, ALU_result, ALU_status);
  assign Extended_Signed_imm_24 = (Signed_imm_24[23]) ? {8'b11111111, Signed_imm_24} : {8'b00000000, Signed_imm_24};
  assign Br_addr = PC + (Extended_Signed_imm_24 << 2);
  StatusRegister statusRegister(rst, clk, S_UpdateSig, ALU_status, status);
endmodule
`timescale 1ns/1ns
module MUX3to1(in1, in2, in3, sel, out);
  parameter Length = 32;
  input[Length-1:0] in1, in2, in3;
  input[1:0] sel;
  output[Length-1:0] out;
  assign out =
    (sel==2'b00) ? in1 :
    (sel==2'b01) ? in2 :
    (sel==2'b10) ? in3 : 0;
endmodule
`timescale 1ns/1ns
module StatusRegister(rst, clk, S, Status_bits, out);
  input rst, clk, S;
  input[3:0] Status_bits;
  output reg[3:0] out;
  always@(posedge rst)
    out <= 4'b0;
  always@(negedge clk) begin
    if(S)
      out <= Status_bits;
  end
endmodule
`timescale 1ns/1ns
module Value2Generator(LoS, Val_Rm, imm, shift_operand, out);
  input LoS, imm;
  input[31:0] Val_Rm;
  input[11:0] shift_operand;
  output[31:0] out;
  wire[31:0] rotated_value;
  RotateImmShift rotateImmShift(shift_operand, rotated_value);
  wire[31:0] immShiftValue;
  ImmediateShift immShift(shift_operand, Val_Rm, immShiftValue);
  assign out = LoS ? {20'b0, shift_operand} : imm ? rotated_value : immShiftValue;
endmodule
module RotateImmShift(in, out);
  input[11:0] in;
  output[31:0] out;
  wire[63:0] tmp;
  assign tmp = {24'b0, in[7:0], 24'b0, in[7:0]} >> (2*in[11:8]);
  assign out = tmp[31:0];
endmodule
module ImmediateShift(shift_operand, Val_Rm, out);
  input[11:0] shift_operand;
  input[31:0] Val_Rm;
  output[31:0] out;
  assign out = (shift_operand[6:5]==2'b00) ? Val_Rm << shift_operand[11:7] :
               (shift_operand[6:5]==2'b01) ? Val_Rm >> shift_operand[11:7] :
               (shift_operand[6:5]==2'b10) ? Val_Rm >>> shift_operand[11:7] :
               (shift_operand[6:5]==2'b11) ? {Val_Rm, Val_Rm} >> shift_operand[11:7] :
               32'b0;
endmodule
### /design/flow/run.sh
#!/bin/bash
# OpenROAD 26Q1-2900-gdf79404cd8, Yosys 0.63+post, stock flow scripts
make -C /OpenROAD-flow-scripts/flow DESIGN_CONFIG=/design/flow/config.mk WORK_HOME=/design/flow/orfs finish
### /design/flow/config.mk
export PLATFORM = sky130hd
export DESIGN_NAME = EXEStage
export DESIGN_NICKNAME = EXEStage
export VERILOG_FILES = /design/flow/design.v
export SDC_FILE = /design/flow/constraint.sdc
export NUM_CORES = 4
export LEC_CHECK = 1
export CORE_AREA = 10 10 127 127
export DIE_AREA = 0 0 137 137
### /design/flow/constraint.sdc
current_design EXEStage

set clk_period 18.3
set clk_io_pct 0.2

create_clock -name clk0 -period $clk_period [get_ports {clk}]
create_clock -name clk1 -period $clk_period [get_ports {rst}]

set non_clock_inputs [all_inputs -no_clocks]
set_input_delay [expr $clk_period * $clk_io_pct] -clock clk0 $non_clock_inputs
set_output_delay [expr $clk_period * $clk_io_pct] -clock clk0 [all_outputs]
==> run notes <==
* **Distinct cells, synth** 41
* **cell count in the Yosys report** 360
* **largest area contributor in the netlist** ha_1
* **synth top area cells** ha_1, mux2i_1, buf_4
* **yosys warning tally** 13
* **area reported by Yosys stat** 0.002436 mm^2
* **Top cell area share** 0.1489
* **first reported error** ERROR: Found 1 problems in 'check -assert'.
* **run status** aborted with a tool error
* **Failed at** synthesis
* **portion of the post-synthesis area used by sequential elements** 0
[synth_stat cells (all sizes together)]
cell / number
nand2: 57
o21ai: 52
buf: 42
mux2i: 32
a21oi: 30
ha: 29
xnor2: 17
clkbuf: 16
nor2: 15
xor2: 12
a21o: 6
nand3: 5
inv: 4
a311oi: 3
a31oi: 3
a41oi: 3
and3: 3
and4: 3
nor3: 3
a211oi: 2
nand4: 2
o211ai: 2
o21bai: 2
o31a: 2
o31ai: 2
o41ai: 2
a21boi: 1
a22oi: 1
and2: 1
conb: 1
fa: 1
nand2b: 1
nor2b: 1
o21a: 1
o21ba: 1
o221ai: 1
or2: 1
[kinds of logic after synthesis]
kind of cell	Yosys count	synth area share
buffers and inverters	62	0.1577
adder cells (fa/ha/maj)	30	0.1572
XOR/XNOR	29	0.1043
AND/OR/NAND/NOR	92	0.1613
AND-OR/OR-AND	114	0.2866
other	1	0.001539
multiplexers	32	0.1315
