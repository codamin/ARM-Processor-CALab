--- design/flow/config.mk ---
export PLATFORM = sky130hd
export DESIGN_NAME = IDStage
export DESIGN_NICKNAME = IDStage
export VERILOG_FILES = /design/flow/design.v
export SDC_FILE = /design/flow/constraint.sdc
export NUM_CORES = 4
export LEC_CHECK = 1
export CORE_UTILIZATION = 50
--- design/flow/constraint.sdc ---
current_design IDStage

set clk_period 9.2
set clk_io_pct 0.2

create_clock -name clk0 -period $clk_period [get_ports {clk}]

set non_clock_inputs [all_inputs -no_clocks]
set_input_delay [expr $clk_period * $clk_io_pct] -clock clk0 $non_clock_inputs
set_output_delay [expr $clk_period * $clk_io_pct] -clock clk0 [all_outputs]
--- design/flow/design.v ---
`timescale 1ns/1ns
module ConditionCheck(cond, statusReg, conditionOut);
input[3:0] cond;
input[3:0] statusReg;
output reg conditionOut;
wire N, Z, C, V;
assign {N, Z, C, V} = statusReg;
always @(*)
    case(cond)
        4'b0000: conditionOut <= Z  ;
        4'b0001: conditionOut <= !Z ;
        4'b0010: conditionOut <= C  ;
        4'b0011: conditionOut <= !C ;
        4'b0100: conditionOut <= N  ;
        4'b0101: conditionOut <= !N ;
        4'b0110: conditionOut <= V  ;   
        4'b0111: conditionOut <= !V ;
        4'b1000: conditionOut <= C && !Z ;
        4'b1001: conditionOut <= !C || Z ;
        4'b1010: conditionOut <= N==V ;
        4'b1011: conditionOut <= N!=V ;
        4'b1100: conditionOut <= !Z && (N==V) ;
        4'b1101: conditionOut <= Z || N!=V ;
        4'b1110: conditionOut <= 1 ;
	default:
		conditionOut <= 1'bz ;  
    endcase
endmodule
`timescale 1ns/1ns
module ControlUnit(mode, opcode, S, S_UpdateSig, branch, exeCMD, memWriteEn, memReadEn, WB_EN);
    input[1:0] mode;
    input[3:0] opcode;
    input S;
    output reg[3:0] exeCMD;
    output reg S_UpdateSig, branch, memWriteEn, memReadEn, WB_EN;
    always@(*) begin
        case(mode)
            2'b00: begin
                {exeCMD, S_UpdateSig, branch, memWriteEn, memReadEn, WB_EN} =
                (opcode == 4'b1101) ? {4'b0001, S   , 1'b0, 1'b0, 1'b0, 1'b1} :
                (opcode == 4'b1111) ? {4'b1001, S   , 1'b0, 1'b0, 1'b0, 1'b1} :
                (opcode == 4'b0100) ? {4'b0010, S   , 1'b0, 1'b0, 1'b0, 1'b1} :
                (opcode == 4'b0101) ? {4'b0011, S   , 1'b0, 1'b0, 1'b0, 1'b1} :
                (opcode == 4'b0010) ? {4'b0100, S   , 1'b0, 1'b0, 1'b0, 1'b1} :
                (opcode == 4'b0110) ? {4'b0101, S   , 1'b0, 1'b0, 1'b0, 1'b1} :
                (opcode == 4'b0000) ? {4'b0110, S   , 1'b0, 1'b0, 1'b0, 1'b1} :
                (opcode == 4'b1100) ? {4'b0111, S   , 1'b0, 1'b0, 1'b0, 1'b1} :
                (opcode == 4'b0001) ? {4'b1000, S   , 1'b0, 1'b0, 1'b0, 1'b1} :
                (opcode == 4'b1010) ? {4'b0100, 1'b1, 1'b0, 1'b0, 1'b0, 1'b0} :
                (opcode == 4'b1000) ? {4'b0110, 1'b1, 1'b0, 1'b0, 1'b0, 1'b0} : 10'bz;
            end
            2'b01: begin
                {exeCMD, S_UpdateSig, branch, memWriteEn, memReadEn, WB_EN} =
                (S == 1'b1) ? {4'b0010, 1'b0, 1'b0, 1'b0, 1'b1, 1'b1} :
                (S == 1'b0) ? {4'b0010, 1'b0, 1'b0, 1'b1, 1'b0, 1'b0} : 10'bz;
            end
            2'b10: begin
                {exeCMD, S_UpdateSig, branch, memWriteEn, memReadEn, WB_EN} =
                {4'b0000, 1'b0, 1'b1, 1'b0, 1'b0, 1'b0};
            end
        default
            {exeCMD, S_UpdateSig, branch, memWriteEn, memReadEn, WB_EN} <= 10'bz;  
        endcase
    end
endmodule
`timescale 1ns/1ns
module IDStage(rst, clk, flush, PCIn, instructionReg, WB_EN_IN, destWB, valueWB, hazard, statusReg,
  S_UpdateSig, branch, memWriteEn, memReadEn, WB_EN, exeCMD, res1, res2, PC, signedImm24, Dest, isImmidiate,
   shiftOperand, two_src, src1, src2);
  input rst, clk, flush, hazard;
  input[31:0] PCIn, instructionReg;
  input WB_EN_IN;
  input[3:0] destWB, statusReg;
  input[31:0] valueWB;
  output S_UpdateSig, branch, memWriteEn, memReadEn, WB_EN;
  output[3:0] exeCMD;
  output[31:0] res1, res2;
  output[31:0] PC;
  output[23:0] signedImm24;
  output[3:0] Dest;
  output isImmidiate;
  output [11:0]shiftOperand;
  output two_src;
  output [3:0] src1, src2;
  wire S_UpdateSig_internal, branch_internal, memWriteEn_internal, memReadEn_internal, WB_EN_internal;
  wire[3:0] exeCMD_internal;
  wire conditionOut;
  wire[1:0] mode;
  wire[3:0] opcode, cond;
  wire S;
  wire[3:0] R_m;
  wire zeroSignalsEn;
  assign PC = PCIn;
  assign cond = instructionReg[31:28];
  assign src1 = instructionReg[19:16];
  assign mode = instructionReg[27:26];
  assign isImmidiate = instructionReg[25];
  assign opcode = instructionReg[24:21];
  assign S = instructionReg[20];
  assign Dest = instructionReg[15:12];
  assign shiftOperand = instructionReg[11:0];
  assign R_m = instructionReg[3:0];
  assign zeroSignalsEn = hazard || !conditionOut;
  assign signedImm24 = instructionReg[23:0];
  assign two_src = ~instructionReg[25] | memWriteEn_internal;
  MUX2to1#(4) mux1(R_m, Dest, memWriteEn_internal, src2);
  RegisterFile registerFile(rst, clk, src1, src2, res1, res2, WB_EN_IN, destWB, valueWB);
  ControlUnit cu(mode, opcode, S, S_UpdateSig_internal, branch_internal, exeCMD_internal, memWriteEn_internal, memReadEn_internal, WB_EN_internal);
  ConditionCheck conditionCheck(cond, statusReg, conditionOut);
  MUX2to1#(9) mux2({S_UpdateSig_internal, branch_internal, exeCMD_internal, memWriteEn_internal, memReadEn_internal, WB_EN_internal}, 9'b0, zeroSignalsEn,
                  {S_UpdateSig, branch, exeCMD, memWriteEn, memReadEn, WB_EN});
endmodule
`timescale 1ns/1ns
module MUX2to1(in1, in2, sel, out);
  parameter Length = 32;
  input[Length-1:0] in1, in2;
  input sel;
  output[Length-1:0] out;
  assign out = (sel==1'b0) ? in1 : in2;
endmodule
`timescale 1ns/1ns
module RegisterFile(rst, clk, src1, src2, res1, res2, WB_EN, destWB, valueWB);
  input rst, clk, WB_EN;
  input[3:0] src1, src2, destWB;
  input[31:0] valueWB;
  output[31:0] res1, res2;
  reg[31:0] memory[0:15];
  assign res1 = memory[src1];
  assign res2 = memory[src2];
  integer i;
  always@(negedge clk, posedge rst) begin
    if(rst) begin
      for(i=0; i<16; i=i+1)
        memory[i] = 32'b0;
    end
    else if(WB_EN) begin
      memory[destWB] <= valueWB;
    end
  end
endmodule
--- design/flow/run.sh ---
#!/bin/bash
# OpenROAD 26Q1-2900-gdf79404cd8, Yosys 0.63+post, stock flow scripts
make -C /OpenROAD-flow-scripts/flow DESIGN_CONFIG=/design/flow/config.mk WORK_HOME=/design/flow/orfs finish
==> impl_table.tex <==
% Synthesis and place-and-route results
\begin{tabular}{lr}
\hline
Metric & Value \\
\hline
\multicolumn{2}{l}{\textbf{Status}} \\
\quad Run status & finished, final reports clean \\
\multicolumn{2}{l}{\textbf{Final timing}} \\
\quad Max Transition Viols Final & 0 \\
\quad Headroom to the max-slew limit & 30.8\% \\
\quad Final Hold Fails & 0 \\
\quad Worst clock skew on the final layout & 0 ns \\
\quad Slew of the pin with the lowest slew margin & 1.03 ns \\
\quad RSZ-0062 raised after global routing & false \\
\quad Final Hold Slack & 0.465 ns \\
\quad Final setup violating endpoints & 0 \\
\multicolumn{2}{l}{\textbf{Pwr}} \\
\quad Relative contribution of sequential cells to total power & 46.7\% \\
\quad Power density of the placed cells & 222 nW/um\^{}2 \\
\quad Share of power burned in the clock network & 33.5\% \\
\quad Largest vdd supply drop & 148 uV \\
\quad Psw & 2.00 mW \\
\quad Combinational power share & 19.8\% \\
\quad Leakage Power & 12.8 nW \\
\quad Post-layout total power & 6.97 mW \\
\quad Net switching share of the total power & 28.6\% \\
\quad Internal power & 4.98 mW \\
\multicolumn{2}{l}{\textbf{Global route}} \\
\quad Antenna violations before repair & 3 \\
\quad GRT Resource Usage Total & 39.6\% \\
\quad Overflow left after global routing & 0 \\
\quad Wire length of the first global-routing pass & 153 mm \\
\quad Pin count of the biggest net entering global routing & 117 \\
\quad Vias in the first global route & 22800 \\
\multicolumn{2}{l}{\textbf{Finish}} \\
\quad Top Registers & registerFile.memory (512) \\
\quad Post-synthesis to final-layout area growth & 14.9\% \\
\quad Layout Utilization & 58.4\% \\
\quad Flip-flop count of the largest register after layout & 512 \\
\quad Top register by number of flip-flops & registerFile.memory \\
\quad Share of post-route cells with drive strength above 1 & 30.2\% \\
\quad Number of fillers in the final layout & 4318 \\
\multicolumn{2}{l}{\textbf{Yosys}} \\
\quad Main logic family & multiplexers \\
\quad Share of synthesized registers carrying an async set or reset & 100\% \\
\quad Fraction of post-synthesis cell area in the top cell type by area & 46.8\% \\
\quad Multiplexer share & 22.1\% \\
\quad Number of standard cells after synthesis & 2423 \\
\quad Count of cell types in the netlist & 73 \\
\quad Most frequent cell after synthesis & sky130\_fd\_sc\_hd\_\_dfrtn\_1 \\
\quad Mean cell area of the mapped netlist & 11.3 um\^{}2 \\
\quad Yosys cell count & 2423 \\
\quad Dominant flop cell & sky130\_fd\_sc\_hd\_\_dfrtn\_1 \\
\quad Number of synthesis warnings & 8 \\
\quad Synth Area in Compound Gates & 17.6\% \\
\quad Area figure in the yosys stat output & 27400 um\^{}2 \\
\quad Count of library flops with an enable pin & 0 \\
\quad Post-synthesis simple-gate area fraction & 7.05\% \\
\quad Most used standard cells in the synthesized netlist & sky130\_fd\_sc\_hd\_\_dfrtn\_1 (512), sky130\_fd\_sc\_hd\_\_mux2\_2 (510), sky130\_fd\_sc\_hd\_\_nor2\_1 (162) \\
\quad Top cells, area & sky130\_fd\_sc\_hd\_\_dfrtn\_1 (47\%), sky130\_fd\_sc\_hd\_\_mux2\_2 (21\%), sky130\_fd\_sc\_hd\_\_a22oi\_1 (4.2\%) \\
\quad Flip-flop and latch count after synthesis & 512 \\
\quad Post-synthesis adder-cell area fraction & 0.0914\% \\
\quad Area fraction in xor and xnor cells & 0.178\% \\
\quad Combined area of all synthesized cells & 27400 um\^{}2 \\
\quad Fraction of the yosys area taken by sequential cells & 46.8\% \\
\quad Area leader, netlist & sky130\_fd\_sc\_hd\_\_dfrtn\_1 \\
\multicolumn{2}{l}{\textbf{Drt}} \\
\quad Total wire length after detailed routing & 105 mm \\
\quad Via count & 22800 \\
\quad Mean number of vias per cell & 7.16 \\
\quad Count of TritonRoute iterations in the first routing pass & 8 \\
\quad DRC violations left & 0 \\
\quad Residual antenna-violating net count after detailed routing & 0 \\
\quad DRT iter0 DRCs & 2529 \\
\quad Routed WL per cell & 33.0 um \\
\multicolumn{2}{l}{\textbf{Flow run}} \\
\quad OpenROAD warning count & 31 \\
\quad Number of maximum-capacitance violations & 0 \\
\multicolumn{2}{l}{\textbf{Floorplan}} \\
\quad Top-level port count & 264 \\
\quad Die outline height & 236 um \\
\quad FP Util & 50.8\% \\
\quad Number of core rows & 85 \\
\quad Die X & 236 um \\
\quad Total die size & 55700 um\^{}2 \\
\quad Total core area & 53900 um\^{}2 \\
\multicolumn{2}{l}{\textbf{Clock network}} \\
\quad \# H-tree levels & 2 \\
\quad TritonCTS sink count & 512 \\
\quad CTS buffer count & 56 \\
\quad CTS clk-pin slew, worst paths & 0.04 ns \\
\quad Post-CTS Resized & 0 \\
\quad CTS tree & yes \\
\quad Buffer count from post-CTS setup fixing & 0 \\
\quad Maximum buffer depth of the clock tree & 3 \\
\quad Worst-skew pair later-pin latency & 0.58 ns \\
\quad Hold buffer count at CTS & 0 \\
\quad Clock root buffer & sky130\_fd\_sc\_hd\_\_clkbuf\_16 \\
\multicolumn{2}{l}{\textbf{Setup path}} \\
\quad Flop-to-flop setup slack & 8.38 ns \\
\quad Maximum fanout encountered on the critical timing path & 3 \\
\quad Critical path type & register to output port \\
\quad Worst endpoint data arrival time & 7.15 ns \\
\quad Reg-to-reg startpoint & registerFile.memory[12][6] \\
\quad Source of the critical timing path & registerFile.memory[15][9] \\
\quad Crit Reg-Reg Endpoint & registerFile.memory[12][6] \\
\quad Data required time at the worst endpoint & 7.36 ns \\
\quad Startpoint kind of the worst setup timing path & register \\
\quad Depth of the most critical reg-to-reg path & 1 \\
\quad Critical Path Sink Type & output port \\
\multicolumn{2}{l}{\textbf{Worst hold path}} \\
\quad Hold/Removal Path Class & register to register \\
\quad Endpoint with the worst hold slack & registerFile.memory[3][11] \\
\quad Hold path startpoint & registerFile.memory[3][11] \\
\quad Hold-critical path depth & 1 \\
\multicolumn{2}{l}{\textbf{Placed design}} \\
\quad Weighted congestion reported at the end of routability-driven placement & 0.949 \\
\quad Post-DP HPWL & 58.3 mm \\
\quad Port Buffers & 174 \\
\hline
\end{tabular}
==> how the worst max path moves through the flow <==
stage                      end  slack [ns]  cells after the start
after CTS             res2[25]        0.32                      4
final                  res2[9]        0.21                      5
after global routing   res2[9]        0.19                      5
==> cell usage in the layout (no fill, tap or decap), types with 7 or more instances in the layout <==
cell type and n:
sky130_fd_sc_hd__a31oi_1 16, sky130_fd_sc_hd__dfrtn_1 512, sky130_fd_sc_hd__a222oi_1 59, sky130_fd_sc_hd__a32o_1 11, sky130_fd_sc_hd__clkbuf_1 12, sky130_fd_sc_hd__o2111ai_1 10, sky130_fd_sc_hd__nand3_1 37, sky130_fd_sc_hd__o22ai_1 8
sky130_fd_sc_hd__inv_1 9, sky130_fd_sc_hd__clkbuf_8 16, sky130_fd_sc_hd__o22a_1 7, sky130_fd_sc_hd__buf_12 24, sky130_fd_sc_hd__clkbuf_16 58, sky130_fd_sc_hd__buf_4 73, sky130_fd_sc_hd__a21oi_1 130, sky130_fd_sc_hd__clkinv_2 8
sky130_fd_sc_hd__nor2_1 148, sky130_fd_sc_hd__a221oi_1 107, sky130_fd_sc_hd__mux2_1 10, sky130_fd_sc_hd__nand2b_1 9, sky130_fd_sc_hd__a41oi_1 27, sky130_fd_sc_hd__or3_1 27, sky130_fd_sc_hd__clkdlybuf4s50_1 170, sky130_fd_sc_hd__a22o_1 29
sky130_fd_sc_hd__nor2_4 10, sky130_fd_sc_hd__o21ai_0 40, sky130_fd_sc_hd__a22oi_1 153, sky130_fd_sc_hd__nand2_1 77, sky130_fd_sc_hd__nor2b_1 12, sky130_fd_sc_hd__nor3_1 34, sky130_fd_sc_hd__mux2i_1 14, sky130_fd_sc_hd__mux2_2 510
==> routing by layer <==
layer,routed length (um),global-route usage [%],part of all wire (%),vias up
met2,44600,55.0,42,1753
met3,16000,19.4,15,386
met1,39000,54.8,37,11400
met5,13,0.433,0.012,-
met4,5390,16.0,5.1,2
li1,-,-,-,9253
==> layout make-up <==
class	count	area (um^2)	share of cell area, %
flip-flops and latches	512	12800	40.7
inverters	12	48.8	0.155
well taps	696	871	2.77
diodes	2	5.00	0.0159
repair buffers	271	2750	8.74
clock buffers	86	1720	5.45
clock inverters	16	200	0.636
multi-input cells	1588	13100	41.5
==> through the flow <==
stage	setup slack, ns	cell area, um^2	std cells	TNS [ns]
floorplan	-3.96	27400	2423	-2029.94
global placement	0.553	29500	3079	0
detailed placement	0.555	29500	3079	0
CTS	0.317	31500	3181	0
global route	0.186	31500	3181	0
finish	0.206	31500	3183	0
==> power by group through the flow <==
stage	combinational, mW	sequential, mW	clock [mW]
6_report	1.38	3.26	2.34
4_1_cts	1.37	3.24	2.36
5_1_grt	1.48	3.33	2.44
==> kinds of logic after synthesis <==
group	after synthesis
DFF	512
AOI/OAI and AO/OA	639
xor gates and xnor gates	4
adders and majority gates	2
and+or+nand+nor	406
buffers and inverters	323
muxes	537
==> worst max-delay path, stage by stage (launching register included) <==
cell                              delay [ns]
sky130_fd_sc_hd__dfrtn_1                0.44
sky130_fd_sc_hd__a222oi_1               0.11
sky130_fd_sc_hd__a21oi_1                0.20
sky130_fd_sc_hd__nand2_1                0.07
sky130_fd_sc_hd__a31oi_1                0.53
sky130_fd_sc_hd__clkdlybuf4s50_1        0.59
Power figures rest on the tool's default switching activity, not on a simulated workload.
