`design.v`:
```
`timescale 1ns/1ns
module Cache(rst, clk, addr, R_EN, W_EN, data_in, invalidate, hit, data_out);
  input rst, clk;
  input[18:0] addr;
  input R_EN, W_EN, invalidate;
  input [63:0] data_in;
  output hit;
  output[31:0] data_out;
  wire[5:0] index;
  wire[9:0] tag;
  assign index = addr[18:13];
  assign tag = addr[12:3];  
  reg[31:0] way_0_data_0[0:63];
  reg[31:0] way_0_data_1[0:63];
  reg[9:0] tag_way_0[0:63];
  reg valid_way_0[0:63];  
  reg[31:0] way_1_data_0[0:63];
  reg[31:0] way_1_data_1[0:63];
  reg[9:0] tag_way_1[0:63];
  reg valid_way_1[0:63];
  reg used_block[0:63];
wire[31:0] way_0_out;
wire[31:0] way_1_out;
assign way_0_out = addr[2] ? way_0_data_0[index] : way_0_data_1[index];
assign way_1_out = addr[2] ? way_1_data_0[index] : way_1_data_1[index];
wire way_0_hit;
wire way_1_hit;
assign way_0_hit = (tag == tag_way_0[index]) & valid_way_0[index];
assign way_1_hit = (tag == tag_way_1[index]) & valid_way_1[index];
assign hit = way_0_hit | way_1_hit;
assign data_out = way_0_hit ? way_0_out : way_1_hit ? way_1_out : 32'b0;
always@(posedge clk) begin
  if(W_EN) begin
    case(used_block[index])
      0: begin
        way_1_data_1[index] <= data_in[63:32];
        way_1_data_0[index] <= data_in[31:0];
        tag_way_1[index] <= tag;
        valid_way_1[index] <= 1;
      end
      1: begin
        way_0_data_1[index] <= data_in[63:32];
        way_0_data_0[index] <= data_in[31:0];
        tag_way_0[index] <= tag;
        valid_way_0[index] <= 1;
      end
    endcase
    used_block[index] <= ~used_block[index];
  end
  else if(R_EN) begin
    used_block[index] <= way_0_hit ? 0 : way_1_hit ? 1 : used_block[index];
  end
  else if(invalidate) begin
    if(way_0_hit) begin
      valid_way_0[index] = 0;
    end
    else if(way_1_hit) begin
      valid_way_1[index] = 0;
    end
  end
end
endmodule
```
`run.sh`:
```
#!/bin/bash
# OpenROAD 26Q1-2900-gdf79404cd8, Yosys 0.63+post, stock flow scripts
make -C /OpenROAD-flow-scripts/flow DESIGN_CONFIG=/design/flow/config.mk WORK_HOME=/design/flow/orfs finish
```
`config.mk`:
```
export PLATFORM = sky130hd
export DESIGN_NAME = Cache
export DESIGN_NICKNAME = Cache
export VERILOG_FILES = /design/flow/design.v
export SDC_FILE = /design/flow/constraint.sdc
export NUM_CORES = 4
export LEC_CHECK = 1
export CORE_UTILIZATION = 50
export SYNTH_MEMORY_MAX_BITS = 65536
```
`constraint.sdc`:
```
current_design Cache

set clk_period 150.6
set clk_io_pct 0.2

create_clock -name clk0 -period $clk_period [get_ports {clk}]

set non_clock_inputs [all_inputs -no_clocks]
set_input_delay [expr $clk_period * $clk_io_pct] -clock clk0 $non_clock_inputs
set_output_delay [expr $clk_period * $clk_io_pct] -clock clk0 [all_outputs]
```
==> CHANGELOG.md <==
### Implementation results

- Cycle use final: 46.08%
- Final setup fails: 0
- Post-synth ARST share: 0%
- Post-placement cell count: 28940
- Final Instance Count excl. Fillers: 30840
- Post-synthesis simple-gate area fraction: 2.200%
- Critical Path Source: addr[15]
- Worst EP required: approximately 120000 ps
- Worst-path maximum fanout: 88
- Resized Gates After CTS: 0
- Worst-margin pin slew: about 1500 ps
- TritonCTS Buffers: 923
- Fmax: 14.41 MHz
- Post-Synthesis Cells: 19510
- Chip height: 850.1 µm
- Routed WL: 1346 mm
- Pin count of the biggest net entering global routing: 89
- EDFF count, synth: 9664
- Clock sinks: between 9000 and 10000
- Die Wd: approximately 850 µm
- Max-slew headroom: -1.314%
- Warnings from Yosys: 1
- WL/cell: 43.64 µm
- # IOs: 121
- Total GRT Usage: 41.55%
- Hpwl dp: approximately 760 mm
- Fa+ha+maj area frac: 0%
- CTS root buffer: clkbuf_16
- Yosys chip area: approximately 360000 µm²
- Total core area: 716800 µm²
- Fin crit period: 69400 ps
- CP Launch Type: primary input
- Final setup TNS: 0 ps
- DRT iter0 DRCs: 18440
- Top cell area share: approximately 81%
- Post-synth seq share: about 81%
- Netlist area before placement: 359600 µm²
- Violated checks: antenna violations, max-capacitance violations, max-slew violations
- GR Overflow Total: 0
- Worst vdd ir: 0.01366 mV
- CP arrival: 39280 ps
- Ys flops: 9664
- Status: finished, violations left
- Layout cell share with drive strength beyond 1: 16.17%
- Clk latency late pin: approximately 1300 ps
- Netlist cell types: ~85
- FF-to-FF End: way_0_data_1[28][2]$_DFFE_PP_
- CTS Hold Bufs: 0
- Ranking of synthesized cells by area: edfxtp_1 (81%), o22ai_1 (2.6%), a22oi_1 (1.8%)
- Num rows: 311
- CTS max path bufs: 4
- Mux frac, synth: 4.612%
- Number of antenna violations at the first check in global routing: 131
- Clk slew on worst S/H paths: 60 ps
- Final worst setup slack: 81200 ps
- Top cell excl fill/tap: edfxtp_1
- First-pass DRT Iterations: 9
- Ys flop type: edfxtp_1
- Vias per std cell: 6.907
- Worst R2R Start: used_block[29]$_DFFE_PP_
- Max-slew violations: 10
- Synth Area per Inst: 18.43 µm²
- Pre-Place Util: 50.17%
- ANT nets after route: 1
- Most frequent cells in the layout: edfxtp_1 (9664), o22ai_1 (1478), buf_4 (1183)
- Pwr/cell area: 13.51 nW/µm²
- RSZ-0062 raised after global routing: false
- Placer Congestion: 0.9297
- Vias: 213000
- Post-Synth AOI/OAI Area: 10.63%
- Storage element area: 290200 µm²
- Worst setup EP type: output pin
- Worst min-delay path class: reg2reg
- Setup bufs post-CTS: 0
- Logic area: 64370 µm²
- Ys cells: 19510
- Placement Setup Slack: ~82000 ps
- DRC violations left: 0
- Critical setup path kind: in2out
- Total power: 5.486 mW
- XORs/XNORs by Area: 0.04140%
- Hold Vio Cnt, Final: 0
- Clk_skew: 74.84 ps
- First-pass GRT wire length: 1811 mm
- Worst reg2reg path depth: 13
- Tool Warnings: 30
- Critical Path Sink: data_out[27]
- Leak: 126.4 nW
- Vias in the first global route: 218500
- PortBufs: 117
- # H-tree levels: 6
- # fillers: around 52000
- Area growth syn-to-layout: 12.89%
- Max Cap Violations: 1
- R2R setup slack: ~140000 ps
- Chip area: 722600 µm²
- Yosys top cell by area: edfxtp_1
- TritonCTS clock tree: done
- Largest logic family: AND-OR/OR-AND gates
==> worst min-delay path by stage <==
stage	cells past startpoint	slack (ps)	end	from
finish	6	1600	used_block[20]$_DFFE_PP_	used_block[41]$_DFFE_PP_
global route	6	1690	used_block[25]$_DFFE_PP_	used_block[41]$_DFFE_PP_
CTS	6	1580	used_block[30]$_DFFE_PP_	used_block[41]$_DFFE_PP_
==> cell families after synthesis <==
| group | Yosys count |
|---|---|
| AND-OR/OR-AND | 5388 |
| buffers and inverters | 1400 |
| flip-flops | 9664 |
| XOR/XNOR | 17 |
| AND/OR/NAND/NOR | 1726 |
| multiplexers | 1313 |
==> per-layer routing <==
metal  track usage (%)  up-vias  share of wire (%)
li1                  -    83920                  -
met1             44.70   104000                 27
met2             52.45    21010                 42
met3             41.91     3779                 24
met4             19.54      324                6.3
met5             12.01        -               0.70
==> worst max-delay path: stages <==
cell and delay, ps:
buf_16 340, buf_4 600, buf_4 490, buf_4 520
inv_4 300, nand2_4 430, buf_4 700, buf_4 450
buf_4 540, buf_4 570, o22ai_1 160, or4_1 500
a21oi_1 170, o22ai_1 130, a2111oi_0 1220, buf_4 270
o211ai_1 90, buf_4 250, o21ai_1 300, buf_4 260
clkdlybuf4s50_1 470
==> layout make-up <==
type,count,area share [%]
Antenna cell,190,0.1171
Clock buffer,1176,5.970
Clock inverter,529,1.084
Inverter,18,0.02342
Multi-Input combinational cell,8444,15.86
Sequential cell,9664,71.48
Tap cell,9546,2.942
Timing Repair Buffer,1270,2.522
==> flip-flops by register name, indices dropped and copies added (netlist names) <==
signal and cells:
tag_way_0 640, tag_way_1 640, used_block 64, valid_way_0 64, valid_way_1 64, way_0_data_0 2048
way_0_data_1 2048, way_1_data_0 2048, way_1_data_1 2048
==> where the power goes <==
part / internal (mW) / switching, mW / total, mW
sequential: 2.97 / 0.00144 / 2.97
combinational: 0.0706 / 0.219 / 0.290
clock: 1.22 / 1.00 / 2.23
total: 4.26 / 1.22 / 5.49
==> through the flow <==
| step | instance area [µm²] | hold WS [ps] | util (%) |
|---|---|---|---|
| after floorplan | 359600 | 1318 | - |
| after global placement | 376900 | 1591 | 52.58 |
| after detailed placement | 376900 | 1596 | 52.58 |
| after CTS | 405500 | 1583 | 56.57 |
| after global routing | 405700 | 1691 | 56.60 |
| final | 406000 | 1597 | 56.64 |
==> synthesized netlist by cell type, types with 15 or more instances <==
cell and n:
nand2_1 367, o2111ai_1 28, buf_4 111, and3_1 17, o22ai_1 1478, edfxtp_1 9664, o21ai_0 375, nand2b_1 15
nor2_1 762, o41ai_1 26, o22a_1 150, clkbuf_1 571, nand3_1 49, a21oi_1 581, buf_6 41, buf_2 419
a22o_1 269, nand4_1 98, a221o_1 120, a22oi_1 871, nor4_1 183, a222oi_1 28, a31oi_1 233, a2111oi_0 20
or4_1 32, o31ai_1 44, buf_1 239, o211ai_1 62, mux4_2 227, a221oi_1 601, o221ai_1 310, nor3_1 132
a211oi_1 75, mux2i_1 604, mux2_2 481
Power is estimated from default activity; no workload was simulated.
